$ cat design/flow/config.mk
export PLATFORM = sky130hd
export DESIGN_NAME = Scaling
export DESIGN_NICKNAME = Scaling
export VERILOG_FILES = /design/flow/design.v
export SDC_FILE = /design/flow/constraint.sdc
export NUM_CORES = 4
export LEC_CHECK = 1
export CORE_AREA = 10 10 208 208
export DIE_AREA = 0 0 218 218
$ cat design/flow/constraint.sdc
current_design Scaling

set clk_period 8.9
set clk_io_pct 0.2

create_clock -name clk0 -period $clk_period

set non_clock_inputs [all_inputs -no_clocks]
set_input_delay [expr $clk_period * $clk_io_pct] -clock clk0 $non_clock_inputs
set_output_delay [expr $clk_period * $clk_io_pct] -clock clk0 [all_outputs]
$ cat design/flow/run.sh
#!/bin/bash
# OpenROAD 26Q1-2900-gdf79404cd8, Yosys 0.63+post, stock flow scripts
make -C /OpenROAD-flow-scripts/flow DESIGN_CONFIG=/design/flow/config.mk WORK_HOME=/design/flow/orfs finish
$ cat design/flow/design.v
`timescale 1ns / 1ps
module Scaling(
    vtx1_X_raw, vtx1_Y_raw, vtx1_Z_raw,
    vtx2_X_raw, vtx2_Y_raw, vtx2_Z_raw,
    vtx3_X_raw, vtx3_Y_raw, vtx3_Z_raw,
    vtx4_X_raw, vtx4_Y_raw, vtx4_Z_raw,
    vtx1_X_scaled, vtx1_Y_scaled, vtx1_Z_scaled,
    vtx2_X_scaled, vtx2_Y_scaled, vtx2_Z_scaled,
    vtx3_X_scaled, vtx3_Y_scaled, vtx3_Z_scaled,
    vtx4_X_scaled, vtx4_Y_scaled, vtx4_Z_scaled
    );
    input signed[15:0]
        vtx1_X_raw, vtx1_Y_raw, vtx1_Z_raw,
        vtx2_X_raw, vtx2_Y_raw, vtx2_Z_raw,
        vtx3_X_raw, vtx3_Y_raw, vtx3_Z_raw,
        vtx4_X_raw, vtx4_Y_raw, vtx4_Z_raw;
    output signed[15:0]
        vtx1_X_scaled, vtx1_Y_scaled, vtx1_Z_scaled,
        vtx2_X_scaled, vtx2_Y_scaled, vtx2_Z_scaled,
        vtx3_X_scaled, vtx3_Y_scaled, vtx3_Z_scaled,
        vtx4_X_scaled, vtx4_Y_scaled, vtx4_Z_scaled;
    wire signed[32:0]
        vtx1_X_raw_buffer, vtx1_Y_raw_buffer, vtx1_Z_raw_buffer,
        vtx2_X_raw_buffer, vtx2_Y_raw_buffer, vtx2_Z_raw_buffer,
        vtx3_X_raw_buffer, vtx3_Y_raw_buffer, vtx3_Z_raw_buffer,
        vtx4_X_raw_buffer, vtx4_Y_raw_buffer, vtx4_Z_raw_buffer;
    assign
        vtx1_X_raw_buffer = 16'h2800 * vtx1_X_raw,
        vtx1_Y_raw_buffer = 16'h1e00 * vtx1_Y_raw,
        vtx2_X_raw_buffer = 16'h2800 * vtx2_X_raw,
        vtx2_Y_raw_buffer = 16'h1e00 * vtx2_Y_raw,
        vtx3_X_raw_buffer = 16'h2800 * vtx3_X_raw,
        vtx3_Y_raw_buffer = 16'h1e00 * vtx3_Y_raw,
        vtx4_X_raw_buffer = 16'h2800 * vtx4_X_raw,
        vtx4_Y_raw_buffer = 16'h1e00 * vtx4_Y_raw;
    assign
        vtx1_X_scaled = vtx1_X_raw_buffer >>> 5,
        vtx1_Y_scaled = vtx1_Y_raw_buffer >>> 5,
        vtx2_X_scaled = vtx2_X_raw_buffer >>> 5,
        vtx2_Y_scaled = vtx2_Y_raw_buffer >>> 5,
        vtx3_X_scaled = vtx3_X_raw_buffer >>> 5,
        vtx3_Y_scaled = vtx3_Y_raw_buffer >>> 5,
        vtx4_X_scaled = vtx4_X_raw_buffer >>> 5,
        vtx4_Y_scaled = vtx4_Y_raw_buffer >>> 5;
endmodule
==> reports/metrics.cfg <==
[status]
outcome=complete, no violations

[power]
ir_worst_vdd_uv=141.7
total_power_mw=0.9783
power_density_mw_per_mm2=132.3
leakagePower_nw=3.447

[finish]
area_growth_pct=35.23
drive_gt1_frac=0.01279
fin_util=0.1908
clock_buffers=0
regArea_um2=0
final_cell_area_mm2=0.007392
seq_cell_count=0

[timing]
finalSetupViolCount=0
tns_ns=0
grt_setup_unrepaired=false
fmax_ghz=0.1395
slew_violations=0
fin_crit_sh=0.8052
hold_slack_ns=4.392
fin_crit_ns=7.166
hold_violations=0

[floorplan]
dieArea_mm2=0.04752
core_area_mm2=0.03874
die_w_um=218
initial_core_util=0.1411
die_height_um=218
rows=72
ios=384

[hold_path]
holdPathStages=2
hp-start=vtx4_X_raw[0]
min_path_type=input port to primary output

[place]
portBuffers=176
place_hpwl_um=13270
placed_area_mm2=0.007392
gp_congestion=0.8097

[global_routing]
grt_pass1_vias=4462
antenna_found_initial=0
grt_max_degree=7
grt.total_usage=0.05601
globalRouteOverflowTotal=0
grt_pass1_wl_um=22070

[flow_run]
warnings=142
drv_cap=0

[critical_path]
endpoint_kind=primary output
crit_start=vtx2_Y_raw[0]
crit_arrival_ns=5.39
worstSetupPathType=input port to primary output
crit_path_end=vtx2_Y_scaled[14]
crit_fanout=4
required_ns=7.12
startpoint_type=input port

[detailed_routing]
initialDrtViolationCount=93
drc=0
antenna_cells=0
drtAntennaViolNets=0
routed_via_density=3.223
wl_um=13800
routedWlPerCell_um=10.61
first_pass_iters=4
vias=4190

[yosys]
yosys_area_mm2=0.005466
synthTopCellsByArea=fa_1 (26%), ha_1 (22%), buf_4 (16%)
synth.distinct_cells=31
syn_area_mm2=0.005466
ys_seq_frac=0
syn_avg_cell_area_um2=8.831
yosysWarnings=64
top_area_frac=0.2564
ys_cells=619
synthCells=619
yosysTopAreaCell=fa_1

[clock_tree]
ctsResizeCount=0
hold_buffers=0
post_cts_buffers=0

routing by layer:
metal | vias to the layer above | track usage | share of wire
li1 | 2099 | - | -
met1 | 1923 | 0.07623 | 0.45
met2 | 168 | 0.09445 | 0.47
met3 | 0 | 0.01314 | 0.081
met4 | 0 | 0 | 0
met5 | - | 0 | 0
cells in the final DEF, fill, tap and decap left out, types with 12 or more instances in the layout:
cell type | netlist | final
clkdlybuf4s50_1 | 0 | 176
conb_1 | 1 | 104
inv_1 | 99 | 99
ha_1 | 98 | 98
fa_1 | 70 | 70
xnor2_1 | 60 | 60
a21oi_1 | 31 | 31
nor2_1 | 30 | 30
xor2_1 | 20 | 20
nand2_1 | 12 | 12
cell type report:
cell class | count | area, µm²
Fill cell | 4281 | 31350
Inverter | 99 | 371.6
Multi-Input combinational cell | 507 | 4611
Tap cell | 518 | 648.1
Timing Repair Buffer | 176 | 1762
cell families after synthesis:
kind of cell | after synthesis | synth area share
AOI/OAI and AO/OA | 82 | 0.09979
xor gates and xnor gates | 80 | 0.1282
adders and majority gates | 168 | 0.4807
buffers and inverters | 215 | 0.2273
other | 1 | 0.0006860
and+or+nand+nor | 73 | 0.06340
worst min path at each step:
stage | endpoint | slack (ns)
4_1_cts | vtx4_X_scaled[6] | 4.40
5_1_grt | vtx4_X_scaled[6] | 4.41
6_report | vtx4_X_scaled[6] | 4.39
worst max-delay path, stage by stage:
cell	delay, ns
clkdlybuf4s50_1	0.51
fa_1	0.56
xor2_1	0.18
ha_1	0.18
or2_2	0.29
ha_1	0.33
a21o_1	0.22
a211oi_2	0.22
nor2_1	0.09
o41ai_2	0.28
xnor2_1	0.17
clkdlybuf4s50_1	0.57
where the power goes:
part           switching (mW)  internal, mW  leakage, nW  total [mW]
Clock                       0             0            0           0
Sequential                  0             0            0           0
Combinational           0.390         0.589         3.45       0.978
Total                   0.390         0.589         3.45       0.978
cells in the mapped netlist, drive strengths merged:
master	count
ha	98
inv	99
o21a	2
o41ai	2
o21ai	16
nand2	12
o21bai	5
a21o	13
or2	1
and4	2
o41a	4
a211oi	7
a21oi	31
fa	70
xor2	20
xnor2	60
and2	1
or3	2
nand3	2
o22ai	2
nand2b	2
nor3	6
nand4	7
buf	116
nor2b	6
conb	1
nor2	32
per-stage QoR:
step,worst slack (ns),cells
after floorplan,3.052,722
after global placement,1.749,1300
after detailed placement,1.721,1300
after CTS,1.708,1300
after global routing,1.499,1300
final,1.734,1300
Power and IR drop assume default switching activity.
