==> design.v <==
`timescale 1ns / 1ps
module LineCheck(
    h_cnt_Q, v_cnt_Q,
    vtxA_X, vtxA_Y,
    vtxB_X, vtxB_Y,
    onLine
    );
    input signed[15:0] h_cnt_Q, v_cnt_Q;
    input signed[15:0]
        vtxA_X, vtxA_Y,
        vtxB_X, vtxB_Y;
    output reg onLine;
    wire signed[15:0] vAP_X, vAP_Y, vAB_X, vAB_Y;
    assign
        vAP_X = h_cnt_Q - vtxA_X,
        vAP_Y = v_cnt_Q - vtxA_Y,
        vAB_X = vtxB_X - vtxA_X,
        vAB_Y = vtxB_Y - vtxA_Y;
    wire signed[31:0] crossCalcBuffer;
    assign crossCalcBuffer = vAB_X * vAP_Y - vAP_X * vAB_Y;
    wire signed [15:0] crossResult;
    assign crossResult = crossCalcBuffer >>> 5;
    wire signed [15:0]  TH_POS = 16'h0020;    
    wire signed [15:0]  TH_NEG = -16'h0020;   
    wire nearZero = (crossResult <  TH_POS) &&
                    (crossResult >  TH_NEG);
    wire signed [15:0] minX = (vtxA_X < vtxB_X) ? vtxA_X : vtxB_X;
    wire signed [15:0] maxX = (vtxA_X > vtxB_X) ? vtxA_X : vtxB_X;
    wire signed [15:0] minY = (vtxA_Y < vtxB_Y) ? vtxA_Y : vtxB_Y;
    wire signed [15:0] maxY = (vtxA_Y > vtxB_Y) ? vtxA_Y : vtxB_Y;
    wire onSegment = (h_cnt_Q >= minX) && (h_cnt_Q <= maxX) &&
                     (v_cnt_Q >= minY) && (v_cnt_Q <= maxY);
    always@(*)begin
        if(nearZero)begin 
            if(onSegment)begin
                onLine = 1'b1;
            end else begin
                onLine = 1'b0;
            end
        end else begin
            onLine = 1'b0;
        end
    end
endmodule
`timescale 1ns / 1ps
module LinesCheck(
    h_cnt_Q, v_cnt_Q,
    vtx1_X, vtx1_Y, vtx1_Z,
    vtx2_X, vtx2_Y, vtx2_Z,
    vtx3_X, vtx3_Y, vtx3_Z,
    vtx4_X, vtx4_Y, vtx4_Z,
    onLine1, onLine2, onLine3, onLine4, onLine5, onLine6
    );
    input signed[15:0] h_cnt_Q, v_cnt_Q;
    input signed[15:0]
        vtx1_X, vtx1_Y, vtx1_Z,
        vtx2_X, vtx2_Y, vtx2_Z,
        vtx3_X, vtx3_Y, vtx3_Z,
        vtx4_X, vtx4_Y, vtx4_Z;
    output onLine1, onLine2, onLine3, onLine4, onLine5, onLine6;
    LineCheck uLine1(
        .h_cnt_Q(h_cnt_Q), .v_cnt_Q(v_cnt_Q),
        .vtxA_X(vtx1_X), .vtxA_Y(vtx1_Y),
        .vtxB_X(vtx2_X), .vtxB_Y(vtx2_Y),
        .onLine(onLine1)
    );
    LineCheck uLine2(
        .h_cnt_Q(h_cnt_Q), .v_cnt_Q(v_cnt_Q),
        .vtxA_X(vtx1_X), .vtxA_Y(vtx1_Y),
        .vtxB_X(vtx3_X), .vtxB_Y(vtx3_Y),
        .onLine(onLine2)
    );
    LineCheck uLine3(
        .h_cnt_Q(h_cnt_Q), .v_cnt_Q(v_cnt_Q),
        .vtxA_X(vtx1_X), .vtxA_Y(vtx1_Y),
        .vtxB_X(vtx4_X), .vtxB_Y(vtx4_Y),
        .onLine(onLine3)
    );
    LineCheck uLine4(
        .h_cnt_Q(h_cnt_Q), .v_cnt_Q(v_cnt_Q),
        .vtxA_X(vtx2_X), .vtxA_Y(vtx2_Y),
        .vtxB_X(vtx3_X), .vtxB_Y(vtx3_Y),
        .onLine(onLine4)
    );
    LineCheck uLine5(
        .h_cnt_Q(h_cnt_Q), .v_cnt_Q(v_cnt_Q),
        .vtxA_X(vtx2_X), .vtxA_Y(vtx2_Y),
        .vtxB_X(vtx4_X), .vtxB_Y(vtx4_Y),
        .onLine(onLine5)
    );
    LineCheck uLine6(
        .h_cnt_Q(h_cnt_Q), .v_cnt_Q(v_cnt_Q),
        .vtxA_X(vtx3_X), .vtxA_Y(vtx3_Y),
        .vtxB_X(vtx4_X), .vtxB_Y(vtx4_Y),
        .onLine(onLine6)
    );
endmodule
==> run.sh <==
#!/bin/bash
# OpenROAD 26Q1-2900-gdf79404cd8, Yosys 0.63+post, stock flow scripts
make -C /OpenROAD-flow-scripts/flow DESIGN_CONFIG=/design/flow/config.mk WORK_HOME=/design/flow/orfs finish
==> config.mk <==
export PLATFORM = sky130hd
export DESIGN_NAME = LinesCheck
export DESIGN_NICKNAME = LinesCheck
export VERILOG_FILES = /design/flow/design.v
export SDC_FILE = /design/flow/constraint.sdc
export NUM_CORES = 4
export LEC_CHECK = 1
export CORE_UTILIZATION = 40
==> constraint.sdc <==
current_design LinesCheck

set clk_period 23.3
set clk_io_pct 0.2

create_clock -name clk0 -period $clk_period

set non_clock_inputs [all_inputs -no_clocks]
set_input_delay [expr $clk_period * $clk_io_pct] -clock clk0 $non_clock_inputs
set_output_delay [expr $clk_period * $clk_io_pct] -clock clk0 [all_outputs]
==> flow_metrics.py <==
# Generated from Yosys and OpenROAD reports
metrics = {
    "cells_and_area": {
        "utilization": 0.4369,
        "numSequentialCells": 0,
        "layout-drive-gt1-share": 0.05954,
        "instances_no_fill": 16030,
        "syn_to_final_growth_pct": 8.341,
        "clockBufferCount": 0,
        "fillers": 25480,
        "seqCellArea_sq_um": 0,
    },
    "detailed_routing": {
        "dr.first_iter.drc_count": 4361,
        "wl_met2_um": 165700,
        "ant_nets": 0,
        "wl_met3_um": 31190,
        "finalWirelength_um": 352000,
        "drcViolationCount": 0,
        "dr_total_vias": 84010,
        "drt-pass1-iter-count": 8,
        "viasPerCell": 5.240,
        "top_layer_used": "met5",
        "wl_per_cell_um": 21.95,
        "drt-met1-wl_um": 129200,
    },
    "logic_synthesis": {
        "logic_family": "adder cells",
        "synth_cell_types": 95,
        "top_cell_area_share": 0.3954,
        "yosys_warnings": 1,
        "synth_area_per_cell_sq_um": 8.285,
        "mux_share": 0.01466,
        "adder_share": 0.5658,
        "syn_area_sq_um": 102700,
        "synthXorXnorAreaFrac": 0.06299,
        "synth.top_cells.by_count": "inv_1 (2,752), fa_1 (2,028), nor2_1 (1,777)",
        "aoi_share": 0.08053,
        "top_cell": "inv_1",
        "ys_seq_share": 0,
        "yosysCellCount": 12390,
        "synthCells": 12390,
        "largest_area_cell": "fa_1",
        "yosys-top-cells-area": "fa_1 (40%), ha_1 (17%), inv_1 (10%)",
        "simple_gate_share": 0.1619,
        "ys_area_sq_um": 102700,
    },
    "sta": {
        "finalSetupViolations": 0,
        "final-max-slew-violation-count": 0,
        "finalClockPeriodUsage": 0.9372,
        "setup_slack_ns": 1.464,
        "max_freq_ghz": 0.04580,
        "min_period_ns": 21.84,
        "setup_tns_ns": 0,
        "hold_viol_final": 0,
        "worstMarginPinSlew_ns": 0.9960,
        "relSlewSlack": 0.3188,
        "rsz0062_at_grt": "false",
    },
    "worst_setup_path": {
        "required_ns": 18.64,
        "worst_setup_path_end_kind": "output port",
        "worstSetupPathType": "in2out",
        "worstSetupStartpointType": "primary input",
        "cpPeakStageDelay_ns": 0.89,
        "worst-path-max-fanout": 9,
        "crit_arrival_ns": 17.18,
        "cp_slowest_cell": "clkdlybuf4s50_1",
        "cp_common_cell": "fa_1",
    },
    "placement": {
        "port_buffers": 166,
        "globalplace.congestion": 1.025,
        "hpwl_um": 288600,
        "place_ws_ns": 1.644,
        "dpl.cell_count": 16010,
    },
    "global_route": {
        "grt_use_total": 0.2940,
        "grt_pass1_wl_um": 534700,
        "grt_max_degree": 40,
        "antenna_found_initial": 8,
        "grt_pass1_vias": 86190,
        "grt_overflow_total": 0,
    },
    "job": {
        "warnings": 114,
        "cap_violations": 0,
    },
    "floorplanning": {
        "initial_core_util": 0.4033,
        "die_height_um": 508.7,
        "num_io_pins": 230,
        "dieWidth_um": 508.7,
        "num_rows": 185,
        "die_area_sq_um": 258700,
        "core_sq_um": 254600,
    },
    "clock_network": {
        "post-cts-setup-buffer-count": 0,
        "cts-resized-gates": 0,
        "hold_buffers": 0,
    },
    "worst_hold_path": {
        "hold_path_end": "onLine2",
        "hp-start": "vtx3_Y[15]",
        "min_path_type": "in2out",
        "min_path_cells": 8,
    },
    "outcome": {
        "status": "complete, no violations",
    },
}
## final cells by class
| type | count | area, sq um | share of cell area |
|---|---|---|---|
| diodes | 18 | 45.04 | 0.0004049 |
| inverters | 2752 | 10330 | 0.09286 |
| multi-input cells | 9270 | 91550 | 0.8229 |
| well taps | 3366 | 4212 | 0.03786 |
| repair buffers | 626 | 5110 | 0.04593 |
## worst max path at each step
| stage | endpoint | slack (ns) | cells after the start | start |
|---|---|---|---|---|
| CTS | onLine2 | 1.55 | 35 | vtx1_Y[1] |
| global route | onLine2 | 0.96 | 35 | vtx1_Y[1] |
| finish | onLine2 | 1.46 | 35 | vtx1_Y[1] |
## critical path, delay by kind of cell
kind / cells / cell delay, ns
fa+ha+maj: 9 / 4.44
mux: 2 / 0.62
compound gates: 5 / 1.78
xor+xnor: 11 / 2.40
buf+inv: 5 / 2.10
simple gates: 3 / 1.17
## layout by cell type (no fill, tap or decap), types with 174 or more instances in the layout
cell / n
inv_1: 2752
fa_1: 2028
nor2_1: 1777
ha_1: 1396
nand2_1: 806
a21oi_1: 511
buf_4: 460
xnor2_1: 425
nand2b_1: 281
xor2_1: 177
or2_2: 174
## metal layers
layer  vias up  global-route usage
met5         -            0.003148
met4         4              0.1619
met3       790             0.08945
met2      3024              0.4679
met1     41500              0.3620
li1      38690                   -
## cell families after synthesis
family                     after synthesis
buffers and inverters                 3123
and+or+nand+nor                       3704
AOI/OAI and AO/OA                     1304
xor gates and xnor gates               687
adders and majority gates             3426
muxes                                  149
## through the flow
stage	instance area, sq um	hold slack [ns]
floorplan	102700	9.640
global placement	111200	11.05
detailed placement	111200	11.05
CTS	111200	11.05
global route	111200	11.20
finish	111200	11.06
