$ cat /design/flow/design.v
`timescale 1ns / 1ps
module memory(CLK,reset,memory_state,Min,matrix);
    input CLK,reset;
    input[511:0] Min;
    input memory_state;
    parameter latch=0,load=1;
    output reg[511:0] matrix;          
    always@(posedge CLK) begin
        if(reset) begin
            matrix <= 0;
        end
        else begin
            case(memory_state)
                latch: begin
                    matrix <= matrix;
                end
                load: begin
                    matrix <= Min;
                end
                default: begin
                    matrix <= matrix;
                end
            endcase
        end
    end
endmodule
$ cat /design/flow/run.sh
#!/bin/bash
# OpenROAD 26Q1-2900-gdf79404cd8, Yosys 0.63+post, stock flow scripts
make -C /OpenROAD-flow-scripts/flow DESIGN_CONFIG=/design/flow/config.mk WORK_HOME=/design/flow/orfs finish
$ cat /design/flow/config.mk
export PLATFORM = sky130hd
export DESIGN_NAME = memory
export DESIGN_NICKNAME = memory
export VERILOG_FILES = /design/flow/design.v
export SDC_FILE = /design/flow/constraint.sdc
export NUM_CORES = 4
export LEC_CHECK = 1
export CORE_AREA = 10 10 396 396
export DIE_AREA = 0 0 406 406
$ cat /design/flow/constraint.sdc
current_design memory

set clk_period 1.1
set clk_io_pct 0.2

create_clock -name clk0 -period $clk_period [get_ports {CLK}]

set non_clock_inputs [all_inputs -no_clocks]
set_input_delay [expr $clk_period * $clk_io_pct] -clock clk0 $non_clock_inputs
set_output_delay [expr $clk_period * $clk_io_pct] -clock clk0 [all_outputs]
==> impl_metrics.tcl <==
# flow metrics
set metrics [dict create \
    required_ns 0.88 \
    grt_pass1_vias 16200 \
    fin_tns_setup_ns -93.82 \
    timing.max_cap.violations 0 \
    core_area_mm2 0.148 \
    synth.cell_area_mm2 0.0185 \
    largestRegisters "matrix x512" \
    crit_fanout 2 \
    avgSynthCellArea_um2 11.2 \
    routabilityCongestion 0.912 \
    clock_tree.root_cell "clkbuf_16" \
    fin_ws_ns -0.247 \
    top_register "matrix" \
    path_clk_slew_ns 0.07 \
    ys_sh_simple_pct 10.4 \
    drt_first_iter_violations 782 \
    htreeDepth 3 \
    hold_slack_ns 0.149 \
    setup_viol 512 \
    setup.worst_path.end_class "primary output" \
    arrival_ns 1.13 \
    ys_warn_count 1 \
    power_mw 50.5 \
    worstSetupStartpointType "flop" \
    synthToLayoutAreaGrowth_pct 83.0 \
    hold_viol_final 0 \
    ys_ff 512 \
    power_density_mw_per_mm2 1490 \
    ys_area_mm2 0.0185 \
    clock-sinks 512 \
    synth.cellmix.compoundShare_pct 0 \
    status "finished, violations left" \
    antenna_found_initial 89 \
    warnings 27 \
    wl_um 113000 \
    via_per_inst 3.42 \
    die_y_um 406 \
    dpl.hpwl_um 94600 \
    path_class "flop to primary output" \
    cts_buffers 68 \
    yosys.stat.seqShare_pct 55.3 \
    rsz0062_at_grt "yes" \
    fp_util_pct 12.5 \
    grt_max_degree 49 \
    yosysUniqueCellTypes 10 \
    synthAdderAreaFrac_pct 0 \
    peakVddDrop_mv 1.04 \
    synthTopCellsByArea "dfxtp_1 55%, mux2i_1 28%, nor2_1 10%" \
    antenna_left 0 \
    std_cell_rows 141 \
    first_pass_iters 5 \
    max_freq_ghz 0.742 \
    mux_area_share_pct 27.6 \
    cts_tree "done" \
    grt_overflow 0 \
    lay_top_cells "512 x mux2i_1, 512 x nor2_1, 512 x clkdlybuf4s50_1" \
    hold_class "input pin to flop" \
    yosys_cells 1650 \
    max_stage_delay_ns 0.39 \
    grt_usage_pct 13.2 \
    logic_family "multiplexers" \
    top_cell_area_share_pct 55.3 \
    vias 16300 \
    ys_sh_xor_pct 0 \
    ios 1027 \
    max_slew_margin_pct 78.9 \
    finClkSkew_ns 0 \
    path_cells "buf_6" \
    die_width_um 406 \
    drc 0 \
    min_period_ns 1.35 \
    critical_path.top_delay_family "flip-flops" \
    drt-wirelength-per-cell_um 23.6 \
    insertion_delay_ns 0.63 \
    clock_path_buffers 3 \
    grt_pass1_wl_um 146000 \
    leakage_nw 15.4 \
    die_area_mm2 0.165 \
    io_buffers 1026 \
    cp.buffers_inverters 1 \
    syn_inst 1650 \
    final_util_pct 23.0 \
    largest_reg_flops 512 \
    slowest_stage "dfxtp_4" \
    post-route-period-util_pct 122 \
    worst_slew_pin_slew_ns 0.317 \
    violations "setup timing" \
    final-max-slew-violation-count 0 \
    yosys.area.top_type "dfxtp_1" \
    drive_above_1_share_pct 45.3 \
]
-- synthesized netlist by cell type --
library cell	number
buf_12	44
buf_2	13
buf_4	3
buf_8	1
dfxtp_1	512
mux2i_1	512
buf_6	9
clkbuf_1	32
nor2_1	512
buf_1	12
-- final cells by class --
cell class	instances	area (um2)
fillers	15600	114000
diodes	8	20.0
multi-input cells	1024	7050
clock inverters	22	270
flip-flops and latches	512	11000
well taps	1930	2410
clock buffers	97	1950
repair buffers	1186	11300
-- stage by stage --
stage          setup slack (ns)  cell area [um2]  instances
5_1_grt                  -0.357            33900       4772
6_report                 -0.247            33900       4779
3_3_place_gp             -0.153            31500       4584
2_1_floorplan            0.0781            18500       1650
3_5_place_dp             -0.184            31500       4584
4_1_cts                  -0.376            33800       4760
-- logic make-up after synthesis --
| group | after synthesis |
|---|---|
| mux | 512 |
| flops | 512 |
| simple gates | 512 |
| buf+inv | 114 |
-- per-layer routing --
metal | global-route usage [%] | routed length (um) | vias to the layer above
li1 | - | - | 7783
met1 | 15.1 | 41400 | 7574
met2 | 21.6 | 54200 | 656
met3 | 7.24 | 13500 | 209
met4 | 2.53 | 2810 | 100
met5 | 0 | 635 | -
-- power by group --
part,switching [mW],total [mW],internal (mW)
clock network,9.14,22.5,13.4
registers,0.767,20.6,19.8
logic,2.73,7.38,4.65
-- timing repair --
item | in CTS | in global routing
resized | 2334 | 20
setup buffers | 56 | 11
cloned | 0 | 0
endpoints found under the setup margin | 512 | 512
hold buffers | 1 | 0
endpoints found under the hold margin | 27 | 0
-- worst paths after layout --
kind / from / to / slack [ns] / cells past startpoint
setup / recovery: matrix[450]$_SDFFE_PP0P_ / matrix[450] / -0.25 / 1
hold / removal: memory_state / matrix[343]$_SDFFE_PP0P_ / 0.15 / 4
setup reg to reg: matrix[465]$_SDFFE_PP0P_ / matrix[465]$_SDFFE_PP0P_ / 0.26 / 4
hold reg to reg: matrix[132]$_SDFFE_PP0P_ / matrix[132]$_SDFFE_PP0P_ / 0.48 / 2
Power is estimated from default activity; no workload was simulated.
